`design/flow/run.sh`:
```
#!/bin/bash
# OpenROAD 26Q1-2900-gdf79404cd8, Yosys 0.63+post, stock flow scripts
make -C /OpenROAD-flow-scripts/flow DESIGN_CONFIG=/design/flow/config.mk WORK_HOME=/design/flow/orfs finish
```
`design/flow/design.v`:
```
module sequence_detector_mealy_overlap_110110(
    input clk, rst, 
    input din,      
    output reg dout 
);
reg [2:0] state; 
parameter S0 = 3'd0, S1 = 3'd1, S2 = 3'd2, S3 = 3'd3, S4 = 3'd4, S5 = 3'd5;
always @(posedge clk, posedge rst)
begin
    if (rst)
        state <= S0; 
    else
    begin
        case (state)
            S0: if (din == 1) state <= S1; else state <= S0;
            S1: if (din == 1) state <= S2; else state <= S0;
            S2: if (din == 0) state <= S3; else state <= S0;
            S3: if (din == 1) state <= S4; else state <= S0;
            S4: if (din == 1) state <= S5; else state <= S2;
            S5: if (din == 0) state <= S3; else state <= S0;
            default: state <= S0; 
        endcase
    end
end
always @(state, din)
begin
    case (state)
        S5: dout = 1; 
        default: dout = 0;
    endcase
end
endmodule
```
`design/flow/constraint.sdc`:
```
current_design sequence_detector_mealy_overlap_110110

set clk_period 1.6
set clk_io_pct 0.2

create_clock -name clk0 -period $clk_period [get_ports {clk}]

set non_clock_inputs [all_inputs -no_clocks]
set_input_delay [expr $clk_period * $clk_io_pct] -clock clk0 $non_clock_inputs
set_output_delay [expr $clk_period * $clk_io_pct] -clock clk0 [all_outputs]
```
`design/flow/config.mk`:
```
export PLATFORM = sky130hd
export DESIGN_NAME = sequence_detector_mealy_overlap_110110
export DESIGN_NICKNAME = sequence_detector_mealy_overlap_110110
export VERILOG_FILES = /design/flow/design.v
export SDC_FILE = /design/flow/constraint.sdc
export NUM_CORES = 4
export LEC_CHECK = 1
export CORE_AREA = 10 10 70 70
export DIE_AREA = 0 0 80 80
```
==> job_summary.md <==
## Implementation flow summary

| Metric | Value |
|---|---|
| Filler-free cell count of the finished design | `68` |
| Syn Area/Cell | `13.8 um2` |
| Critical Path Fanout Max | `2` |
| Clock skew | `11.0 ps` |
| Setup_tns | `0 ps` |
| P_leak | `0.132 nW` |
| Clk slew on worst S/H paths | `50 ps` |
| Top flop regs | `state: 6 flops` |
| IO Pins | `4` |
| CP Cell Sequence | `clkdlybuf4s50_1` |
| Critical Path Max Stage Delay | `460 ps` |
| Die height | `80 um` |
| Yosys stat area | `208 um2` |
| Row cnt | `21` |
| Chip Area | `6400 um2` |
| Slew @ Worst Pin | `249 ps` |
| Power Dens Cells | `1070 nW/um2` |
| Largest Register | `state` |
| WS Path Type | `register to primary output` |
| DP HPWL | `299 um` |
| Fillers | `398` |
| Share of layout cells above drive strength 1 | `0.318` |
| Max Fclk | `0.726 GHz` |
| CTS buffer count | `3` |
| CTS max path bufs | `2` |
| Die Wd | `80 um` |
| Reg2reg setup slack | `810 ps` |
| R2R Path End | `state[0]` |
| Final slew viol count | `0` |
| OpenROAD warning count | `25` |
| Final wirelength | `436 um` |
| Max-Cap Viols | `0` |
| Grt total ovfl | `0` |
| R2r startpoint | `state[5]` |
| Overall Global Routing Usage | `0.0160` |
| Unique cell type count in the Yosys netlist | `8` |
| RSZ-0062 raised after global routing | `no` |
| Antenna violations before repair | `0` |
| ANT nets after route | `0` |
| Period utilization | `0.861` |
| # resized after CTS | `0` |
| Synth Warn # | `1` |
| Crit path from | `state[4]` |
| Number of flip-flops under the largest register name | `6` |
| Worst Path Required | `1280 ps` |
| Largest net degree at the start of global routing | `8` |
| Hold Worst Slack | `278 ps` |
| CTS H-tree depth | `1` |
| Initial core utilization | `0.0608` |
| Worst Hold Class | `primary input to asynchronous set/reset pin` |
| Detailed Routing Iterations Pass 1 | `2` |
| Cells after synthesis | `15` |
| CTS tree | `done` |
| CP max-delay cell | `clkdlybuf4s50_1` |
| DRC errors left | `0` |
| Startpoint Class | `register` |
| Seq share, synth | `0.729` |
| Total number of vias | `135` |
| Core area | `3420 um2` |
| Clk ins delay skew pair | `260 ps` |
| Synth-to-Final Area Change | `54.8%` |
| Worst ir drop on vdd | `0.168 mV` |
| WP buf/inv | `1` |
| Final setup fails | `0` |
| Final hold viol count | `0` |
| Antenna diodes | `0` |
| Crit path DAT | `1060 ps` |
| Cts hold-fix bufs | `0` |
| CTS sink count | `6` |
| Cells in synth_stat.txt | `15` |
| Final min period | `1380 ps` |
| First-pass GRT wire length | `710 um` |
| Placed cells | `64` |
| R2r worst-path depth | `2` |
| DR WL/cell | `6.41 um` |
| DR iter-0 viols | `2` |
| GP Congestion | `0.699` |
| Registers, synthesis | `6` |
| Count of input and output buffers | `3` |
| Post-CTS Setup Bufs | `0` |
| Setup crit end kind | `primary output` |
| Root Buffer | `clkbuf_4` |
| Status | `finished clean` |
| Vias in the first global route | `148` |
| Post-synthesis cell area | `208 um2` |
| Via density | `1.99` |
| Normalized max-slew margin | `0.834` |
| Delay-heaviest family, CP | `buffers and inverters` |
-- routing by layer --
metal | GRT usage | up-vias | part of all wire | wire (um)
met5 | 0 | - | 0 | 0
met1 | 0.0155 | 65 | 0.40 | 174
met3 | 0.0261 | 0 | 0.24 | 104
li1 | - | 63 | - | -
met4 | 0.00352 | 0 | 0 | 0
met2 | 0.0169 | 7 | 0.36 | 157
-- cells by family (layout without fill, tap and decap cells) --
family,after synthesis,after routing,share of synthesized area
and+or+nand+nor,6,6,0.175
muxes,1,1,0.0542
AOI/OAI and AO/OA,1,1,0.0241
DFF,6,6,0.729
buffers and inverters,1,8,0.0181
-- layout make-up --
cell class / instances / area [um2] / share of cell area
inverters: 1 / 3.75 / 0.0117
flip-flops and latches: 6 / 151 / 0.471
multi-input cells: 8 / 52.6 / 0.163
well taps: 46 / 57.6 / 0.179
clock buffers: 4 / 26.3 / 0.0817
repair buffers: 3 / 30.0 / 0.0934
-- per-stage QoR --
| stage | setup WS, ps | total power, mW | instance area, um2 | utilization |
|---|---|---|---|---|
| finish | 222 | 0.344 | 322 | 0.0941 |
| global route | 182 | 0.365 | 322 | 0.0941 |
| CTS | 207 | 0.351 | 322 | 0.0941 |
| detailed placement | 199 | 0.191 | 295 | 0.0864 |
| global placement | 251 | 0.189 | 295 | 0.0864 |
| floorplan | 849 | 0.180 | 208 | - |
-- worst max-delay path by stage --
stage,endpoint,depth (start not counted)
after CTS,dout,1
after global routing,dout,1
final,dout,1
-- cells in the mapped netlist --
| cell type | n | area share |
|---|---|---|
| a21oi_1 | 1 | 0.024 |
| and2_2 | 3 | 0.11 |
| dfrtp_1 | 5 | 0.60 |
| dfstp_2 | 1 | 0.13 |
| inv_1 | 1 | 0.018 |
| mux2_1 | 1 | 0.054 |
| nor2_1 | 2 | 0.036 |
| nor4_1 | 1 | 0.030 |
-- layout by cell type (no fill, tap or decap) --
master and n:
a21oi_1 1, and2_2 3, clkbuf_1 1, clkbuf_4 3
clkdlybuf4s50_1 3, dfrtp_1 5, dfstp_2 1, inv_1 1
mux2_1 1, nor2_1 2, nor4_1 1
-- power breakdown --
part,switching (mW),internal [mW]
logic,0.00997,0.0109
registers,0.00470,0.164
clock network,0.0600,0.0948
total,0.0746,0.269
Power is estimated from default activity; no workload was simulated.
